==> run.sh <==
#!/bin/bash
# OpenROAD 26Q1-2900-gdf79404cd8, Yosys 0.63+post, stock flow scripts
make -C /OpenROAD-flow-scripts/flow DESIGN_CONFIG=/design/flow/config.mk WORK_HOME=/design/flow/orfs finish
==> design.v <==
module flow_fin
(
    input sys_clk,  
    input sys_rst_n, 
    output reg [3:0] led  
);
reg [25:0] counter;  
reg flag; 
reg temp; 
initial
begin
	flag=0;
	temp=0;
end
always @(posedge sys_clk or negedge sys_rst_n) 
begin
    if (!sys_rst_n)
    begin
        counter<=26'd0;
        temp<=0;
        flag<=0;
    end
    else
    begin    
        if (temp==0&&counter<26'd1250_0000)
        begin
            counter<=counter+1'b1;
            flag<=0;
        end
        else if(temp==0&&counter==26'd1250_0000)
        begin
            flag<=1;
            counter<= 26'd0;
            temp<=1;
        end
        else if(temp==1&&counter<26'd2500_0000)
        begin    
            counter<=counter+1'b1;
            flag<=0;
        end
        else if(temp==1&&counter==26'd2500_0000)
        begin
            flag<=1;
            counter<= 26'd0;
            temp<=0;
        end
    end
end   
reg [7:0] out; 
localparam out0=0;
localparam out1=1;
localparam out2=2;
localparam out3=3;
localparam out4=4;
localparam out5=5;
localparam out6=6;
localparam out7=7;
reg [1:0] out0_in;      
localparam   out0_in0=0;
localparam   out0_in1=1; 
reg [2:0] out1_in;      
localparam   out1_in0=0;
localparam   out1_in1=1; 
localparam   out1_in2=2;
localparam   out1_in3=3; 
reg [2:0] out2_in;      
localparam   out2_in0=0;
localparam   out2_in1=1; 
localparam   out2_in2=2;
localparam   out2_in3=3; 
reg [1:0] out3_in;      
localparam   out3_in0=0;
localparam   out3_in1=1; 
reg [2:0] out4_in;      
localparam   out4_in0=0;
localparam   out4_in1=1; 
localparam   out4_in2=2;
localparam   out4_in3=3; 
reg [2:0] out5_in;      
localparam   out5_in0=0;
localparam   out5_in1=1; 
localparam   out5_in2=2;
localparam   out5_in3=3; 
reg [1:0] out6_in;      
localparam   out6_in0=0;
localparam   out6_in1=1; 
reg [2:0] out7_in;      
localparam   out7_in0=0;
localparam   out7_in1=1; 
localparam   out7_in2=2;
localparam   out7_in3=3; 
reg [4:0] count=0;    
always @(posedge sys_clk or negedge sys_rst_n)
begin
   if(!sys_rst_n)
	  begin
	    out<=0;
		out0_in<=0;
		out1_in<=0;
		out2_in<=0;
		out3_in<=0;
		out4_in<=0;
		out5_in<=0;
		out6_in<=0;
		out7_in<=0;
	  end
	else  
	    case(out)
		    out0: 
			begin
				if(flag==1 && count==5) 
                begin
					out<=out1;
					count<=0;
				end	
                else if(flag==1) 
		        count<=count+1;						
	            case(out0_in)
			    out0_in0:
                begin
			        led<=4'b1111;
				    if(flag==1)
					    out0_in<=out0_in1;
			        else
				        out0_in<=out0_in0;
			    end
		        out0_in1:
                begin
				    led<=4'b0000;
				    if(flag==1)
					    out0_in<=out0_in0;
				    else
				        out0_in<=out0_in1;
				end
				default: ;
				endcase
			end
			out1: 
			begin
				if(flag==1&& count==4) 
                begin
					out<=out2;
					count<=0;
			    end	
				else if(flag==1)    
					count<=count+1;
				case(out1_in)
				out1_in0:
                begin
					led<=4'b1000;
					if(flag==1)
					    out1_in<=out1_in1;
					else
						out1_in<=out1_in0;
				end
				out1_in1:      
                begin
				    led<=4'b0100;
			        if(flag==1)
						out1_in<=out1_in2;
				else
					out1_in<=out1_in1;
				end
			    out1_in2:      
                begin
					led<=4'b0010;
					if(flag==1)
					    out1_in<=out1_in3;
					else
						out1_in<=out1_in2;
				end
				out1_in3:      
                begin
					led<=4'b0001;
					if(flag==1)
						out1_in<=out1_in0;
					else
						out1_in<=out1_in3;
				end                 
				default: ;
				endcase	
			end	  
			out2: 
			begin
				if(flag==1&& count==4) 
                begin
					out<=out3;
					count<=0;
					end	
				else if(flag==1) 
					count<=count+1;
				case(out2_in)
					out2_in0:      
                    begin
						led<=4'b0001;
						if(flag==1)
							out2_in<=out2_in1;
						else
							out2_in<=out2_in0;
					end
					out2_in1 :      
                    begin
						led<=4'b0010;
						if(flag==1)
							out2_in<=out2_in2;
					else
							out2_in<=out2_in1;
					end
			        out2_in2:
                    begin
						led<=4'b0100;
						if(flag==1)
							out2_in<=out2_in3;
						else
							out2_in<=out2_in2;
					end
					out2_in3:      
                        begin
							led<=4'b1000;
							if(flag==1)
						        out2_in<=out2_in0;
				            else
								out2_in<=out2_in3;
						end      
						default: ;
				endcase	
			end
			out3: 
		    begin
			    if(flag==1&& count==5)
                begin
					out<=out4;
				    count<=0;
				end	
				else if(flag==1)
					count<=count+1;
				case(out3_in)
					out3_in0:
                    begin
						led<=4'b1010;
						if(flag==1)
							out3_in<=out3_in1;
						else
							out3_in<=out3_in0;
					end
					out3_in1  :     
                    begin
						led<=4'b0101;
					    if(flag==1)
							out3_in<=out3_in0;
						else
							out3_in<=out3_in1;
					end
				    default: ;
			    endcase
			end
			out4: 
			begin
				if(flag==1 && count==4)
				begin
					out<=out5;
					count<=0;
				end	
				else if(flag==1) 	   
					count<=count+1;		
					case(out4_in)
					out4_in0 :
					begin
						led<=4'b1000;
						if(flag==1)
							out4_in<=out4_in1;
						else
							out4_in<=out4_in0;
					end
					out4_in1 :
					begin
						led<=4'b1100;
						if(flag==1)
							out4_in<=out4_in2;
						else
							out4_in<=out4_in1;
					end
			          out4_in2:      
					begin
						led<=4'b1110;
						if(flag==1)
							out4_in<=out4_in3;
						else
						    out4_in<=out4_in2;
					end
					out4_in3 :      
					begin
						led<=4'b1111;
						if(flag==1)
							out4_in<=out4_in0;
						else
							out4_in<=out4_in3;
					end          
					default     : ;
			endcase	
			end
			out5: 
			begin
				if(flag==1&& count==4) 
				begin
					out<=out6;
					count<=0;
				end	
				else if(flag==1) 			   
					count<=count+1;		
					case(out5_in)
					out5_in0  : 
					begin
						led<=4'b0111;
						if(flag==1)
							out5_in<=out5_in1;
						else
							out5_in<=out5_in0;
					end
					out5_in1   :   
					begin
						led<=4'b0011;
						if(flag==1)
							out5_in<=out5_in2;
						else
							out5_in<=out5_in1;
						end
			        out5_in2   :     
					begin
						led<=4'b0001;
						if(flag==1)
							out5_in<=out5_in3;
						else
							out5_in<=out5_in2;
					end
					out5_in3   :      
					begin
						led<=4'b0000;
						if(flag==1)
							out5_in<=out5_in0;
						else
							out5_in<=out5_in3;
						end
					default  : ;
				endcase	
			end
			out6:  
			begin
				if(flag==1&& count==5) 
				begin
					out<=out7;
					count<=0;
				end	
				else  if (flag==1)
					count<=count+1;
					case(out6_in)
					out6_in0   :     
					begin
						led<=4'b1001;
						if(flag==1)
							out6_in<=out6_in1;
						else
							out6_in<=out6_in0;
					end
					out6_in1   :      
					begin
						led<=4'b0110;
						if(flag==1)
							out6_in<=out6_in0;
						else
							out6_in<=out6_in1;
						end
						default    : ;
					endcase
				end
			  out7: 
			       begin
				     if(flag==1&& count==4) 
					 	begin
							out<=out0;
							count<=0;
						end	
					else if(flag==1)
						count<=count+1;							
					case(out7_in)
					out7_in0   :      
					begin
						led<=4'b0001;
						if(flag==1)
							out7_in<=out7_in1;
						else
							out7_in<=out7_in0;
					end
					out7_in1   :      
					begin
						led<=4'b0011;
						if(flag==1)
							out7_in<=out7_in2;
						else
							out7_in<=out7_in1;
					end
			        out7_in2   :      
					begin
						led<=4'b0111;
						if(flag==1)
							out7_in<=out7_in3;
						else
							out7_in<=out7_in2;
					end
					out7_in3   :      
					begin
						led<=4'b1111;
						if(flag==1)
							out7_in<=out7_in0;
						else
							out7_in<=out7_in3;
					end        
					default     : ;
				endcase	
			end
		default      : ;
	endcase		
end
endmodule
==> config.mk <==
export PLATFORM = sky130hd
export DESIGN_NAME = flow_fin
export DESIGN_NICKNAME = flow_fin
export VERILOG_FILES = /design/flow/design.v
export SDC_FILE = /design/flow/constraint.sdc
export NUM_CORES = 4
export LEC_CHECK = 1
export CORE_UTILIZATION = 50
==> constraint.sdc <==
current_design flow_fin

set clk_period 6.4
set clk_io_pct 0.2

create_clock -name clk0 -period $clk_period [get_ports {sys_clk}]

set non_clock_inputs [all_inputs -no_clocks]
set_input_delay [expr $clk_period * $clk_io_pct] -clock clk0 $non_clock_inputs
set_output_delay [expr $clk_period * $clk_io_pct] -clock clk0 [all_outputs]
==> summary.txt <==
yosys + openroad results -> Placer Congestion 0.824, Post-Syn Area 0.00360 mm2, Post-Syn Instances 333, Final setup viols 0, root buf cell clkbuf_8, die height 86.8 um, Final Hold Viols 0, minimum clock period 2460 ps, HP Start counter[25]$_DFFE_PN0P_, IO Pins 6, power per standard cell area 215 mW/mm2, DR vias/cell 5.76, slew margin rel. 54.7%, fill count 600, Latency at later pin 340 ps, FFs w/ async S/R, synth 87.3%, Total GRT Usage 21.4%, Synthesis Warnings 1, core area 0.00687 mm2, status finished clean, global-route wire length before repair 12000 um, startpoint types input pin, synthesis area per yosys 0.00360 mm2, critical path launch point sys_rst_n, post-CTS sizing 0, total iterations of the first detailed-routing run 4, worst hold-check path type reg -> reg, top cells by area dfrtp_1, mux2_2, edfxtp_1, max_cap viols 0, Comb area 0.00168 mm2, maximum vdd ir drop 0.122 mV, I/O Buffers 5, Area Overhead vs Synth 9.56%, Die Size 0.00754 mm2, Die W 86.8 um, vias in the first global route 2432, Mapped Avg Cell Area 10.8 um2, Yosys cell types 59, Max-area cell share 36.9%, CP Max Fanout 31, Antenna Violating Nets Remaining 0, antenna cells 0, RSZ-0062 raised after global routing no, design area 0.00394 mm2, EDFF count, synth 9, Cell Rows 30, DR iter-0 viols 110, Max Root-Sink Buffers 2, area leader, netlist dfrtp_1, drt wl/cell 15.8 um, largest net degree at the start of global routing 34, period utilization 38.5%, Required @ worst endpoint 6440 ps, OpenROAD warning count 28, WS Path Type in -> reg, post-CTS setup buffer count 0, grt ovf 0, fraction of layout cells with a size suffix above 1 17.9%, Final Max Tran Viols 0, TritonCTS Sinks 71, fp_density 52.4%, yosys cell count 333, TritonCTS buffer count 9, crit path DAT 2500 ps, TNS Setup 0 ps, Synth flops 71, DPL Wire Length 4920 um, R2R Path Start counter[8]$_DFFE_PN0P_, Worst-path clk slew 70 ps, ys flop type dfrtp_1, worst-margin pin slew 680 ps, fmax 0.406 GHz, Placed Area 0.00372 mm2, drt total wl 6980 um, Total Power 847 uW, Clock Skews 10.6 ps, CTS tree built, Post-synth seq share 50.9%, H-tree Lvls 3, CTS Hold Buffers Added 0, Residual DRC 0, Leakage 0.00161 uW, Crit. End Element flop, Flop area 0.00183 mm2, initial antenna violation count 0, detailed-route via count 2548
[cell type report]
cell class / instances / share of cell area [%]
flip-flops and latches: 71 / 46.5
multi-input cells: 242 / 42.6
clock buffers: 12 / 4.22
well taps: 96 / 3.05
repair buffers: 6 / 1.33
clock inverters: 4 / 1.30
inverters: 11 / 1.05
[cells by family (layout without fill, tap and decap cells)]
group	Yosys count	after routing	share of synthesized area (%)
AND/OR/NAND/NOR	127	127	19.0
flip-flops	71	71	50.9
AND-OR/OR-AND	67	67	13.5
multiplexers	30	30	9.25
buffers and inverters	20	33	2.43
XOR/XNOR	13	13	3.16
adder cells (fa/ha/maj)	5	5	1.74
[registers in the layout, indices dropped and copies added, names as in the netlist, named ones only]
| name | cells |
|---|---|
| out2_in | 4 |
| out5_in | 4 |
| out3_in | 2 |
| led | 4 |
| out1_in | 4 |
| count | 5 |
| flag | 1 |
| out4_in | 4 |
| out0_in | 2 |
| out | 6 |
| counter | 26 |
| out7_in | 4 |
| out6_in | 2 |
| temp | 1 |
[where the power goes]
group / switching [uW] / leakage [uW] / internal (uW) / total (uW)
clock: 169 / 0.000108 / 215 / 383
sequential: 0 / 0.000874 / 456 / 456
combinational: 7.42 / 0.000626 / 0.626 / 8.05
[cell usage after synthesis, drive strengths merged, types with 6 or more instances]
cell type / n
a21oi: 12
a22o: 6
and3: 6
dfrtp: 53
dfstp: 9
edfxtp: 9
inv: 11
mux2: 26
nand2: 41
nand3: 9
nand4: 9
nor2: 16
nor4: 6
o21a: 6
o21ai: 18
or3: 7
xnor2: 8
[stage by stage]
step                setup slack [ps]  hold WS, ps  util [%]  std cells
floorplan                       4240          460         -        333
global placement                3560          410      54.2        426
detailed placement              3540          413      54.2        426
CTS                             3900          427      57.4        442
global route                    3740          451      57.4        442
finish                          3940          421      57.4        442
[metal layers]
metal	vias to the layer above	global-route usage [%]	routed length (um)
met5	-	0	0
met4	0	4.24	124
met3	11	3.48	238
met2	51	32.5	3290
met1	1235	34.5	3330
li1	1251	-	-
[cells in the final DEF (no fill, tap or decap), types with 5 or more instances in the layout]
cell	n
or3_1	7
xor2_1	5
nor4_1	5
mux2_2	25
and3_1	6
nor2_1	16
o21a_1	6
dfrtp_1	53
nand2_1	41
nor3_1	5
xnor2_1	8
a22o_1	6
nand3_1	8
inv_1	11
o21ai_0	15
nand4_1	9
a21oi_1	11
clkbuf_8	10
edfxtp_1	9
ha_1	5
dfstp_2	9
[worst paths after layout]
check | endpoint | slack, ps | cells after the start
max | led[1]$_DFFE_PP_ | 3940 | 3
min | counter[25]$_DFFE_PN0P_ | 420 | 0
max reg2reg | counter[7]$_DFFE_PN0P_ | 3980 | 6
min reg2reg | counter[25]$_DFFE_PN0P_ | 420 | 0
max in group asynchronous | out5_in[0]$_DFF_PN1_ | 4520 | 2
min in group asynchronous | out0_in[1]$_DFF_PN0_ | 970 | 1
[worst max-delay path, cell delays in order]
cell     delay [ps]
buf_2           530
o21a_1          360
and4b_1         330
Power is estimated from default activity; no workload was simulated.
